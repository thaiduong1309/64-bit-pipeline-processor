### flow/run.sh
#!/bin/bash
# OpenROAD 26Q1-2900-gdf79404cd8, Yosys 0.63+post, stock flow scripts
make -C /OpenROAD-flow-scripts/flow DESIGN_CONFIG=/design/flow/config.mk WORK_HOME=/design/flow/orfs finish
### flow/config.mk
export PLATFORM = sky130hd
export DESIGN_NAME = mux64_4_1
export DESIGN_NICKNAME = mux64_4_1
export VERILOG_FILES = /design/flow/design.v
export SDC_FILE = /design/flow/constraint.sdc
export NUM_CORES = 4
export LEC_CHECK = 1
export CORE_AREA = 10 10 131 131
export DIE_AREA = 0 0 141 141
### flow/constraint.sdc
current_design mux64_4_1

set clk_period 1.1
set clk_io_pct 0.2

create_clock -name clk0 -period $clk_period

set non_clock_inputs [all_inputs -no_clocks]
set_input_delay [expr $clk_period * $clk_io_pct] -clock clk0 $non_clock_inputs
set_output_delay [expr $clk_period * $clk_io_pct] -clock clk0 [all_outputs]
### flow/design.v
`timescale 1 ps / 100 fs
module mux2_1 (sel,in,out);
	input logic sel;
	input logic [1:0]in;
	output logic out;
	logic notSel;
	logic out1,out2;
	not #50 n1(notSel,sel);
	and #50 a1 (out1,in[0],notSel);
	and #50 a2 (out2,in[1],sel);
	or #50 m1 (out,out1,out2);
endmodule
`timescale 1 ps / 100 fs
module mux64_2_1 (sel, in0, in1, out);
	input logic sel;
	input logic [63:0] in0, in1;
	output logic [63:0]out;
	genvar k;
 generate
 for(k=0; k<64; k++) begin : eachDff
 mux2_1 m (sel,{in1[k],in0[k]},out[k]);
 end
 endgenerate
endmodule
`timescale 1 ps / 100 fs
module mux64_4_1 (sel, in0, in1, in2, in3, out);
	input logic [1:0] sel;
	input logic [63:0] in0, in1, in2, in3;
	output logic [63:0]out;
	logic [63:0]selout0,selout1;
	mux64_2_1 m1 (sel[0], in0, in1, selout0);
	mux64_2_1 m2 (sel[0], in2, in3, selout1);
	mux64_2_1 m3 (sel[1], selout0, selout1, out);
endmodule
==> out/metrics.yaml <==
fin_ws_ns: -0.309
cp-start-kind: "input port"
ys_seq_share_pct: 0
avgSynthCellArea_sq_um: 14.8
drive_gt1_share_pct: 38.0
grt_max_degree: 33
syn_inst: 142
ios: 322
wl_um: 13100
logic_family: "multiplexers"
drv_slew: 0
xor_share_pct: 0
status: "complete, but fails checks"
core_area_sq_mm: 0.0144
critPathCaptureType: "output pin"
synth_area_sq_mm: 0.00210
drv_cap: 0
tightest_slew_ns: 0.195
muxShareOfSynthArea_pct: 69.2
topCellsByArea: "mux4_2 (64%), buf_4 (23%), buf_12 (5.7%), mux4_1 (5.0%), buf_2 (1.4%)"
slew_headroom_pct: 87.0
n_clock_buffer: 0
ff_count: 0
grt_overflow: 0
timing.fmax_mhz: 710
synthToLayoutAreaGrowth_pct: 129
largest_area_cell: "mux4_2"
antenna_found_initial: 1
ant_nets: 0
grt_pass1_wl_um: 18400
finalWeightedCongestion: 0.862
hold_viol: 0
avgViaCountPerCell: 4.07
fp-utilization_pct: 14.6
drcViolationCount: 0
grt_pass1_vias: 2779
power_density_mw_per_mm2: 332
placement_rows: 44
cp_cell_sequence: "buf_16 -> buf_16 -> buf_6 -> mux4_2 -> buf_2"
slowest_stage: "mux4_2"
setup-violations-final: 64
synth_cell_types: 7
drt-initial-drc-count: 60
adder_share_pct: 0
dieHeight_um: 141
finalCriticalPeriod_ns: 1.41
port_buffers: 322
log.warning_count: 35
critPathMaxFanout: 7
crit_top_cell: "buf_16"
hpwl_um: 11000
critPathKind: "in2out"
rsz0062_at_grt: "yes"
power.total_mw: 1.60
chip_area_sq_mm: 0.0199
drtPass1Iterations: 4
simple_gate_share_pct: 0
violations: "negative setup slack"
ys_area_sq_mm: 0.00210
vdd_drop_max_uv: 219
post_drt_wl_per_cell_um: 21.9
vias: 2433
ys_sh_aoi_pct: 0
grtUsageTotal_pct: 12.4
arrival_ns: 1.19
ys_warn_count: 0
fin_util_pct: 33.4
ys_cells: 142
critPathMaxStageDelay_ns: 0.48
fin_crit_sh_pct: 128
p_leak_nw: 2.36
hp-class: "in2out"
worstPathRequired_ns: 0.88
regArea_sq_um: 0
worst_hold_slack_ns: 0.818
die_x_um: 141
top_cell_area_share_pct: 64.2
pre_cts_slack_ns: -0.770
[routing by layer]
metal	global-route usage [%]	vias to the layer above	part of all wire, %
met5	0	-	0
met4	0	0	0
met3	5.49	0	11
met2	20.7	164	49
met1	15.5	1176	39
li1	-	1093	-
[worst max-delay path: cells and delay by family]
kind,cells,cell delay [ns]
buf+inv,4,0.49
mux,1,0.48
[through the flow]
step	TNS [ns]	cell area (sq um)	std cells
after floorplan	-14.22	2110	142
after global placement	-45.52	5000	577
after detailed placement	-45.71	5000	577
after CTS	-18.58	4750	595
after global routing	-19.74	4820	598
final	-17.41	4820	598
[final timing paths]
| kind | from | to | slack (ns) | depth (start not counted) |
|---|---|---|---|---|
| worst max-delay path | sel[0] | out[11] | -0.31 | 5 |
| worst min-delay path | in0[9] | out[9] | 0.82 | 3 |
[kinds of logic after synthesis]
group	after synthesis
buffers and inverters	78
multiplexers	64
[layout by cell type (no fill, tap or decap), drive strengths merged]
master and n:
clkdlybuf4s50 5, buf 92, dlygate4sd2 237, dlymetal6s2s 13, diode 1, clkdlybuf4s15 1
mux4 64, clkbuf 1
[synth_stat cells]
library cell and count:
buf_4 64, clkbuf_2 1, mux4_1 4, buf_6 1
buf_2 6, mux4_2 60, buf_12 6
[power breakdown]
part	internal (mW)	switching (mW)	total, mW
logic	1.17	0.430	1.60
clock network	0.000000122	0	0.000000122
registers	0	0	0
total	1.17	0.430	1.60
[layout make-up]
cell class / count / area [sq um]
diodes: 1 / 2.50
well taps: 184 / 230
repair buffers: 349 / 3150
multi-input cells: 64 / 1440
fillers: 1514 / 9600
[repair_timing]
| action | in CTS | in global routing |
|---|---|---|
| hold buffers | 0 | 0 |
| setup buffers | 12 | 1 |
| gates cloned | 6 | 1 |
| pin swaps | 0 | 0 |
| endpoints found under the hold margin | 0 | 0 |
| gates resized | 474 | 15 |
| endpoints found under the setup margin | 64 | 64 |
